==> flow/design.v <==
`timescale 1ns / 1ns
module D_FF_AR(
    input D,
    input Clk,
    input Rst,
    output reg Q
);
    always @(posedge Clk, negedge Rst)
        if (!Rst) Q <= 1'b0;
        else Q <= D;
endmodule
`timescale 1ns / 1ns
module Lab3_Converter_structure(
    input X,
    input Clk,
    input Rst,
    output Z
);
    wire [2:0] S;
    wire Xb = ~X;
    wire [2:0] Sb = ~S;
    wire [2:0] D;
    D_FF_AR M1(D[2], Clk, Rst, S[2]);
    D_FF_AR M2(D[1], Clk, Rst, S[1]);
    D_FF_AR M3(D[0], Clk, Rst, S[0]);
    assign D[2] = (Sb[1] & Xb) | (S[2] & Sb[1] & Sb[0]);
    assign D[1] = (S[2] & S[0]) | (Sb[1] & S[0] & X) | (Sb[2] & S[1] & Sb[0]);
    assign D[0] = (Sb[2] & Sb[0] & X) | (Sb[2] & S[1] & Sb[0]) | (S[2] & Sb[1] & Sb[0]) | (S[2] & Sb[1] & X) | (Sb[2] & Sb[1] & S[0] & Xb);
    assign Z = (Sb[2] & Sb[1] & Xb) | (Sb[1] & S[0] & Xb) | (Sb[2] & S[1] & X) | (S[2] & Sb[1] & Sb[0] & X);
endmodule
==> flow/run.sh <==
#!/bin/bash
# OpenROAD 26Q1-2900-gdf79404cd8, Yosys 0.63+post, stock flow scripts
make -C /OpenROAD-flow-scripts/flow DESIGN_CONFIG=/design/flow/config.mk WORK_HOME=/design/flow/orfs finish
==> flow/config.mk <==
export PLATFORM = sky130hd
export DESIGN_NAME = Lab3_Converter_structure
export DESIGN_NICKNAME = Lab3_Converter_structure
export VERILOG_FILES = /design/flow/design.v
export SDC_FILE = /design/flow/constraint.sdc
export NUM_CORES = 4
export LEC_CHECK = 1
export CORE_AREA = 10 10 70 70
export DIE_AREA = 0 0 80 80
==> flow/constraint.sdc <==
current_design Lab3_Converter_structure

set clk_period 1.6
set clk_io_pct 0.2

create_clock -name clk0 -period $clk_period [get_ports {Clk}]

set non_clock_inputs [all_inputs -no_clocks]
set_input_delay [expr $clk_period * $clk_io_pct] -clock clk0 $non_clock_inputs
set_output_delay [expr $clk_period * $clk_io_pct] -clock clk0 [all_outputs]
==> metrics.cfg <==
[status]
status = completed

[clock_network]
cts.reportedPaths.clkPinSlew_ns = 0.04
clockBufferDepth = 2
cts_tree = yes
clockRootBuffer = clkbuf_4
cts_made_buffers = 3
insertion_delay_ns = 0.23
clkSinkCount = 3
htree_levels = 1
ctsHoldBuffers = 0

[placement]
dp_hpwl_um = 359.6
placedCellCount = 72
portBuffers = 3
place_ws_ns = -0.3996
gp_congestion = 0.6989

[floorplanning]
core_sq_um = 3416
chipWidth_um = 80
io_pins = 4
fp.dieH_um = 80
initCoreUtil_pct = 5.531
dieArea_sq_um = 6400
rows = 21

[yosys]
synthCells = 21
top_cells_by_area = dfrtp_1, buf_12, nor2b_1
synth_cell_types = 12
yosysTopAreaCell = dfrtp_1
syn-mean-instance-area_sq_um = 8.997
top_area_share_pct = 39.74
synth_chip_area_sq_um = 188.9
yosys_warnings = 1
ys_ff = 3
syn_area_sq_um = 188.9
seq_area_frac_synth_pct = 39.74
synth_stat.cells = 21

[global_routing]
grt_max_degree = 8
antenna_found_initial = 0
grt_pass1_wl_um = 745
track_usage_pct = 1.506
grt-ovfl-total = 0
grt_pass1_vias = 167

[final_timing]
worst_slack_ns = 0.06013
clock_skew_ns = 0.003043
fmax_mhz = 649.4
hold_viol = 0
post-route-min-period_ns = 1.540
relSlewSlack_pct = 81.71
finalCritPeriodShare_pct = 96.24
rsz0062_at_grt = no
setup_violations = 0
slew_viol_final = 0
tightest_slew_ns = 0.2744
finalHoldWorstSlack_ns = 0.2718

[routing]
viasPerCell = 2.338
dr.pass1.iters = 2
vias = 180
diodes = 0
wl_per_cell_um = 6.571
wl_um = 506
detail-route-antenna-nets = 0
drc = 0
drtIter0Drc = 5

[layout]
area_delta_synth_final_pct = 72.85
drive_gt1_share_pct = 32.26
fin_cells = 77

[job]
warnings = 25
cap_violations = 0

[worst_setup_path]
end_kind = primary output
worstPathRequired_ns = 1.28
path_max_fanout = 3
critPathArrivalTime_ns = 1.22
startpoint_type = flop
critPathKind = reg2out

[min_path]
hold_class = in2async

[pwr]
p_leak_uw = 0.0001340
peakVddDrop_uv = 528.1
cellPowerDensity_nw_per_um2 = 1735

worst paths after layout:
| path | startpoint | to | slack (ns) | depth (start not counted) |
|---|---|---|---|---|
| max | M3.Q | Z | 0.06 | 4 |
| min | Rst | M2.Q | 0.27 | 1 |
| max reg2reg | M3.Q | M3.Q | 0.39 | 4 |
| min reg2reg | M1.Q | M2.Q | 0.64 | 3 |
| max in group asynchronous | Rst | M3.Q | 1.18 | 1 |
| min in group clk0 | M1.Q | M2.Q | 0.64 | 3 |
where the power goes:
group / internal, uW / switching, uW / total [uW] / leakage, uW
sequential: 114 / 37.3 / 151 / 0.0000366
combinational: 161 / 121 / 282 / 0.0000824
clock: 93.5 / 39.9 / 133 / 0.0000150
state kept, by name, summed over array words and instances (netlist names):
register / count
M1.Q: 1
M2.Q: 1
M3.Q: 1
stage by stage:
step,utilization (%),TNS [ns],total power (uW),area (sq um)
6_report,9.560,0,566.7,326.6
2_1_floorplan,-,0,315.4,188.9
5_1_grt,9.560,0,621.6,326.6
3_3_place_gp,8.169,-0.3939,381.1,279.0
3_5_place_dp,8.169,-0.3996,397.7,279.0
4_1_cts,9.084,0,541.0,310.3
placed cells by master (no fill, tap or decap), types with 2 or more instances in the layout:
cell           netlist  layout
buf_4                0       4
clkbuf_4             0       3
dfrtp_1              3       3
dlygate4sd2_1        0       2
nand2_1              3       3
nor2_1               3       3
nor2b_1              3       2
nor2b_4              0       2
o21ai_1              2       2
Yosys cell counts:
cell and instances:
nor2b_2 1, xor2_1 1, buf_12 1, nand2_1 3, or3b_1 1, o21ai_1 2, dfrtp_1 3, a21oi_1 1
nor2b_1 3, o22ai_1 1, nor2_1 3, nand3_1 1
cells by family after synthesis:
logic type | after synthesis | synth area share (%)
xor gates and xnor gates | 1 | 4.637
and+or+nand+nor | 12 | 33.77
AOI/OAI and AO/OA | 4 | 11.26
DFF | 3 | 39.73
buffers and inverters | 1 | 10.60
metal layers:
metal / track usage [%] / part of all wire [%] / vias up / wire (um)
li1: - / - / 89 / -
met1: 2.264 / 55 / 87 / 280
met2: 1.204 / 34 / 4 / 173
met3: 1.364 / 10 / 0 / 53
met4: 0.7042 / 0 / 0 / 0
met5: 0 / 0 / - / 0
repair_timing:
action	4_1_cts	5_1_grt
hold endpoints to repair	0	0
endpoints found under the setup margin	1	1
gates resized	4	2
cloned	0	0
buffers inserted	0	1
pin swaps	1	2
final cells by class:
type / instances / area, sq um
Multi-Input combinational cell: 17 / 110.1
Tap cell: 46 / 57.56
Sequential cell: 3 / 75.07
Clock buffer: 4 / 26.28
Timing Repair Buffer: 7 / 57.56
Fill cell: 407 / 3089
critical path: stages (launching register included):
cell and delay, ns:
dfrtp_1 0.42, nor2b_4 0.15, a21oi_2 0.10, o22ai_1 0.08, dlygate4sd2_1 0.24
Power is estimated from default activity; no workload was simulated.
